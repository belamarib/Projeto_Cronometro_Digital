**config.mk**
```make
export PLATFORM = sky130hd
export DESIGN_NAME = Cronometro
export DESIGN_NICKNAME = Cronometro
export VERILOG_FILES = /design/flow/design.v
export SDC_FILE = /design/flow/constraint.sdc
export NUM_CORES = 4
export LEC_CHECK = 1
export CORE_UTILIZATION = 30
```
**constraint.sdc**
```tcl
current_design Cronometro

set clk_period 4.2
set clk_io_pct 0.2

create_clock -name clk0 -period $clk_period [get_ports {clock}]

set non_clock_inputs [all_inputs -no_clocks]
set_input_delay [expr $clk_period * $clk_io_pct] -clock clk0 $non_clock_inputs
set_output_delay [expr $clk_period * $clk_io_pct] -clock clk0 [all_outputs]
```
**design.v**
```verilog
module Cronometro(clock, mostrador0, mostrador1, mostrador2, mostrador3, botao);
input clock;
input[3:0] botao;
output reg[3:0] mostrador0, mostrador1, mostrador2, mostrador3;
reg[13:0] numero;
initial numero <= 14'd0;
parameter [1:0] contar = 2'b00, pausar = 2'b01, resetar = 2'b10, parar = 2'b11;
reg[1:0] estado;
initial estado <= resetar;
reg[1:0] prox_estado;
initial prox_estado <= resetar;
reg[3:0] numero0;
reg[3:0] numero1;
reg[3:0] numero2;
reg[3:0] numero3;
initial numero0 <= 4'd0;
initial numero1 <= 4'd0;
initial numero2 <= 4'd0;
initial numero3 <= 4'd0;
always@(posedge clock)
begin
  case(estado)
  contar:
  begin
    if (numero < 14'd9999)
    begin
      numero = numero + 14'd1;
		if (numero0 < 4'd9)
		begin
			numero0 = numero0 + 4'd1;
		end
		else
		begin
			numero0 = 4'd0;
			if(numero1 < 4'd9)
			begin
				numero1 = numero1 + 4'd1;
			end
			else
			begin
				numero1 = 4'd0;
				if (numero2 < 4'd9)
				begin
					numero2 = numero2 + 4'd1;
				end
				else
				begin
					numero2 = 4'd0;
					if (numero3 < 4'd9)
					begin
						numero3 = numero3 + 4'd1;
					end
					else
					begin
						numero3 = 0;
					end
				end
			end
		end
    end
    else
    begin
      numero = 14'd0;
		numero0 = 4'd0;
		numero1 = 4'd0;
		numero2 = 4'd0;
		numero3 = 4'd0;
    end
		mostrador0 = numero0;
		mostrador1 = numero1;
		mostrador2 = numero2;
		mostrador3 = numero3;
  end
  pausar:
  begin
    if (numero < 14'd9999)
    begin
      numero = numero + 14'd1;
		if (numero0 < 4'd9)
		begin
			numero0 = numero0 + 4'd1;
		end
		else
		begin
			numero0 = 4'd0;
			if(numero1 < 4'd9)
			begin
				numero1 = numero1 + 4'd1;
			end
			else
			begin
				numero1 = 4'd0;
				if (numero2 < 4'd9)
				begin
					numero2 = numero2 + 4'd1;
				end
				else
				begin
					numero2 = 4'd0;
					if (numero3 < 4'd9)
					begin
						numero3 = numero3 + 4'd1;
					end
					else
					begin
						numero3 = 0;
					end
				end
			end
		end
    end
    else
    begin
      numero = 14'd0;
		numero0 = 4'd0;
		numero1 = 4'd0;
		numero2 = 4'd0;
		numero3 = 4'd0;
    end
  end
  resetar:
  begin
		numero = 14'd0;
		numero0 = 4'd0;
		numero1 = 4'd0;
		numero2 = 4'd0;
		numero3 = 4'd0;
		mostrador0 = 4'd0;
		mostrador1 = 4'd0;
		mostrador2 = 4'd0;
		mostrador3 = 4'd0;
  end
  endcase
end
always@(botao)
begin
	if (botao == 4'b1111)
	begin
		estado <= prox_estado;
	end
	else
	begin
		case (botao)
		4'b0111:  
		begin
		if (estado != pausar)
		begin
			prox_estado <= contar;
		end
		else
		begin
			prox_estado <= pausar;
		end
		end
		4'b1011:  
		begin
			if (estado == contar)
			begin
				prox_estado <= pausar;
			end
			else
			begin
				prox_estado <= contar;
			end
		end
		4'b1101:  
		begin
			prox_estado <= parar;
		end
		default:  
		begin
			prox_estado <= resetar;
		end
		endcase
	end
end
endmodule
```
**run.sh**
```bash
#!/bin/bash
# OpenROAD 26Q1-2900-gdf79404cd8, Yosys 0.63+post, stock flow scripts
make -C /OpenROAD-flow-scripts/flow DESIGN_CONFIG=/design/flow/config.mk WORK_HOME=/design/flow/orfs finish
```
==> results.json <==
{
  "arrival_time_of_data_at_the_critical_path_endpoint_ns": 2.16,
  "final-comb-area_um2": 813,
  "drv_slew": 0,
  "finalSetupTns_ns": 0,
  "ctsLongestPathBuffers": 2,
  "postSynthRegisterBits": 50,
  "timing_worst_setup_path_type": "flop to flop",
  "std_cell_rows": 31,
  "wl_per_cell_um": 11.9,
  "clk-insertion-delay-late_ns": 0.30,
  "first_global_vias": 1374,
  "drt_drc_violations_left": 0,
  "synth_top_area_share_pct": 58.8,
  "synth_cell_types": 36,
  "drt_iter0_markers": 45,
  "timing.max_slew.rel_slack_pct": 45.1,
  "critPathLaunchType": "flop",
  "hpwl_mm": 2.53,
  "cts-htree-levels": 2,
  "synthCells": 201,
  "worst_setup_path_startpoint": "numero0[0]",
  "finalHoldViolCount": 0,
  "root_buffer": "clkbuf_8",
  "cts.repair_timing.setup_buffer_count": 0,
  "grt_antenna_before_repair": 0,
  "grt_setup_unrepaired": "false",
  "drt_pass1_iterations": 4,
  "fp_util_pct": 31.7,
  "stage_log_warning_count": 29,
  "hold_buffers": 0,
  "yosys-stat-cells": 201,
  "worst_pin_slew_ns": 0.813,
  "dieHeight_um": 90.5,
  "ant_nets": 0,
  "pin_count": 21,
  "floorplan.die.width_um": 90.5,
  "syn_area_um2": 2350,
  "number_of_register_pins_that_no_clock_reaches": 4,
  "maximum_fanout_count_along_the_critical_path": 4,
  "clock_input_transition_at_the_sequential_cells_of_the_worst_setup_and_hold_paths_ns": 0.08,
  "grt_use_total_pct": 10.2,
  "worst-r2r-setup-slack_ns": 2.18,
  "skew_ns": 0.00659,
  "worst_r2r_startpoint": "numero0[0]",
  "result_of_the_run": "finished, final reports clean",
  "numCtsBuffers": 5,
  "cts_tree": "built",
  "ff2ff_path_depth": 6,
  "unconstrained_endpoints": 50,
  "timing.hold.worst.start": "numero[0]",
  "flop_cell": "edfxtp_1",
  "total_power_uw": 866,
  "insertedDiodeCount": 0,
  "leakage_nw": 0.970,
  "crit-reg2reg-capture": "numero2[2]",
  "chip_area_um2": 8190,
  "synthTopCellsByArea": "edfxtp_1 (59%), ha_1 (4.8%), xnor2_1 (4.1%)",
  "fmax_ghz": 0.495,
  "routed_via_count": 1516,
  "placement.setup.worst_slack_ns": 2.22,
  "filler_cell_count": 719,
  "portbufs": 20,
  "place_congestion": 0.801,
  "yosysWarningCount": 5,
  "critPathCapture": "numero2[2]",
  "syn_avg_cell_area_um2": 11.7,
  "most_frequent_cells_in_the_layout": "edfxtp_1 (46), nor2_1 (21), clkdlybuf4s50_1 (20)",
  "finalWorstPathRequiredPeriod_ns": 2.02,
  "ys_chip_area_um2": 2350,
  "vias_per_cell": 4.65,
  "drv.max_cap_violation_count": 0,
  "layout_top_cell": "edfxtp_1",
  "enable_flop_cells": 46,
  "area_taken_by_flip_flops_and_latches_um2": 1440,
  "grt_max_degree": 31,
  "critical_path_required_ns": 4.34,
  "global_route.overflow_total": 0,
  "wirelength_mm": 3.89,
  "worstHoldPathType": "flop to flop",
  "final.hold.worst_slack_ns": 0.597,
  "post-route-period-util_pct": 48.1,
  "postLayoutSetupSlackWorst_ns": 2.18,
  "final_layout_size_suffix_gt1_share_pct": 6.61,
  "grt_pass1_wl_mm": 6.58,
  "setup_viol": 0,
  "design.core.area_um2": 7410,
  "area.growth.synth_to_final_pct": 17.4,
  "kind_of_end_point_of_the_critical_path": "flop",
  "cts.repair.resized": 0,
  "final_core_util_pct": 37.2,
  "async_reset_ff_share_pct": 0,
  "power-per-cell-area_nw_per_um2": 314,
  "synth.largest_area_cell": "edfxtp_1",
  "irDropWorstVdd_uv": 115
}
## per-stage QoR
| step | cell area [µm²] | instances |
|---|---|---|
| 2_1_floorplan | 2350 | 201 |
| 3_3_place_gp | 2670 | 318 |
| 3_5_place_dp | 2670 | 318 |
| 4_1_cts | 2760 | 326 |
| 5_1_grt | 2760 | 326 |
| 6_report | 2760 | 326 |
## worst max-delay path, stage by stage (launching register included)
cell and delay [ns]:
edfxtp_1 0.40, inv_1 0.06, ha_1 0.18, nor2b_2 0.16, nor4b_1 0.68, nand4b_1 0.17, a21oi_1 0.21
## logic make-up after synthesis
group / Yosys count / synth area share, %
AND-OR/OR-AND: 29 / 6.98
XOR/XNOR: 14 / 5.22
adder cells (fa/ha/maj): 9 / 4.79
buffers and inverters: 23 / 4.05
flip-flops: 46 / 58.8
latches: 4 / 2.56
AND/OR/NAND/NOR: 76 / 17.6
## registers in the layout, indices dropped and copies added (netlist names)
name / flops
numero1: 4
mostrador1: 4
mostrador0: 4
numero3: 4
mostrador3: 4
prox_estado: 2
estado: 2
mostrador2: 4
numero0: 4
numero2: 4
numero: 14
## worst min-delay path by stage
stage | to | slack [ns] | cells after the start
after CTS | numero[0] | 0.60 | 1
final | numero[0] | 0.60 | 1
after global routing | numero[0] | 0.62 | 1
## report_power, final
group	switching [mW]	internal [mW]	total [mW]
Sequential	0.0151	0.524	0.539
Clock	0.149	0.117	0.266
Combinational	0.0292	0.0310	0.0602
## cell usage after synthesis (3+ instances only)
cell	n
nor4_1	5
nor3_1	7
inv_1	18
ha_1	9
xor2_1	3
a21oi_1	14
o21ai_0	8
clkbuf_1	3
nor2_1	21
nand2_1	12
xnor2_1	11
nand3_1	13
edfxtp_1	46
## metal layers
| layer | vias up | track usage [%] | wire length (µm) |
|---|---|---|---|
| met5 | - | 0 | 0 |
| met4 | 0 | 1.08 | 51 |
| met3 | 6 | 1.88 | 109 |
| met2 | 19 | 15.3 | 1780 |
| met1 | 715 | 17.0 | 1950 |
| li1 | 776 | - | - |
## area by class of cell
type	instances	area share, %
Inverter	18	2.45
Clock buffer	5	2.49
Tap cell	99	4.49
Sequential cell	50	52.2
Timing Repair Buffer	23	8.07
Clock inverter	3	0.771
Multi-Input combinational cell	128	29.5
Power is estimated from default activity; no workload was simulated.
